$ cat flow/run.sh
#!/bin/bash
# OpenROAD 26Q1-2900-gdf79404cd8, Yosys 0.63+post, stock flow scripts
make -C /OpenROAD-flow-scripts/flow DESIGN_CONFIG=/design/flow/config.mk WORK_HOME=/design/flow/orfs finish
$ cat flow/config.mk
export PLATFORM = sky130hd
export DESIGN_NAME = divider_unsigned
export DESIGN_NICKNAME = divider_unsigned
export VERILOG_FILES = /design/flow/design.v
export SDC_FILE = /design/flow/constraint.sdc
export NUM_CORES = 4
export LEC_CHECK = 1
export CORE_UTILIZATION = 40
$ cat flow/constraint.sdc
current_design divider_unsigned

set clk_period 274.0
set clk_io_pct 0.2

create_clock -name clk0 -period $clk_period

set non_clock_inputs [all_inputs -no_clocks]
set_input_delay [expr $clk_period * $clk_io_pct] -clock clk0 $non_clock_inputs
set_output_delay [expr $clk_period * $clk_io_pct] -clock clk0 [all_outputs]
$ cat flow/design.v
`timescale 1ns / 1ns
module divider_unsigned (
    input  wire [31:0] i_dividend,
    input  wire [31:0] i_divisor,
    output wire [31:0] o_remainder,
    output wire [31:0] o_quotient
);
  wire [32:0][31:0] c_dividend;
  wire [32:0][31:0] c_remainder;
  wire [32:0][31:0] c_quotient;
  assign c_dividend[0]  = i_dividend;
  assign c_remainder[0] = 32'b0;
  assign c_quotient[0]  = 32'b0;
  genvar i;
  for (i = 0; i < 32; i = i + 1) begin
    divu_1iter divu_1iter_inst (
        .i_dividend (c_dividend[i]),
        .i_divisor  (i_divisor),
        .i_remainder(c_remainder[i]),
        .i_quotient (c_quotient[i]),
        .o_dividend (c_dividend[i+1]),
        .o_remainder(c_remainder[i+1]),
        .o_quotient (c_quotient[i+1])
    );
  end
  assign o_remainder = c_remainder[32];
  assign o_quotient  = c_quotient[32];
endmodule
module divu_1iter (
    input  wire [31:0] i_dividend,
    input  wire [31:0] i_divisor,
    input  wire [31:0] i_remainder,
    input  wire [31:0] i_quotient,
    output wire [31:0] o_dividend,
    output wire [31:0] o_remainder,
    output wire [31:0] o_quotient
);
  wire [31:0] r_temp1;
  wire [31:0] dividend_temp1;
  wire [31:0] dividend_temp2;
  wire [31:0] rem1;
  assign r_temp1 = {i_remainder[30:0], 1'b0};
  assign dividend_temp1 = {31'b0, i_dividend[31]};
  assign dividend_temp2 = dividend_temp1 & 32'b1;
  assign rem1 = r_temp1 | dividend_temp2;
  wire [31:0] quotient_lshift;
  assign quotient_lshift = {i_quotient[30:0], 1'b0};
  wire [31:0] o_quotient1;
  wire [31:0] o_remainder1;
  assign o_quotient1  = quotient_lshift | 32'b1;
  assign o_remainder1 = rem1 - i_divisor;
  wire [31:0] o_quotient2;
  wire [31:0] o_remainder2;
  assign o_quotient2  = quotient_lshift | 32'b0;
  assign o_remainder2 = rem1;
  assign o_quotient   = (rem1 >= i_divisor) ? o_quotient1 : o_quotient2;
  assign o_remainder  = (rem1 >= i_divisor) ? o_remainder1 : o_remainder2;
  assign o_dividend   = {i_dividend[30:0], 1'b0};
endmodule
==> flow_metrics.env <==
# flow metrics
export IMPL_status="complete, no violations"
export IMPL_worst_pin_slew_ns=1.274
export IMPL_cts_setup_buffers=0
export IMPL_crit_type="in -> out"
export IMPL_rows=143
export IMPL_core_area_sq_um=152300
export IMPL_overflow=0
export IMPL_cp_slowest_cell="a211oi_1"
export IMPL_warnings=32
export IMPL_drc=0
export IMPL_antenna_left=0
export IMPL_avgViaCountPerCell=6.438
export IMPL_setup_ws_ns=51.51
export IMPL_cp_arrival_ns=167.69
export IMPL_finalMaxSlewViolations=0
export IMPL_startpoint_type="primary input"
export IMPL_fin_crit_sh_pct=81.20
export IMPL_grt_usage_pct=37.20
export IMPL_dieWidth_um=394
export IMPL_syn2layout_area_growth_pct=6.980
export IMPL_setup_violations=0
export IMPL_required_ns=219.20
export IMPL_gp_congestion=1.108
export IMPL_dieArea_sq_um=155200
export IMPL_ys_types=112
export IMPL_p_sw_share_pct=57.82
export IMPL_ys_chip_area_sq_um=61470
export IMPL_critical_path_max_fanout=50
export IMPL_timing_slew_headroom_pct=14.71
export IMPL_grt_pass1_vias=66800
export IMPL_grt_max_degree=51
export IMPL_switchingPower_uw=120.9
export IMPL_ys_cells=9196
export IMPL_hold_end="o_remainder[0]"
export IMPL_synthCells=9196
export IMPL_ys_seq_share_pct=0
export IMPL_hp_class="in -> out"
export IMPL_pin_count=128
export IMPL_antenna_found_initial=7
export IMPL_top_cell_area_share_pct=20.23
export IMPL_cts_resized=0
export IMPL_rsz0062_at_grt="false"
export IMPL_peakVddDrop_uv=5.828
export IMPL_fp_dieH_um=394
export IMPL_drtPass1Iterations=8
export IMPL_grt_pass1_wl_um=433800
export IMPL_vias=72700
export IMPL_clock_buffers=0
export IMPL_tns_ns=0
export IMPL_wl_per_cell_um=26.24
export IMPL_numSequentialCells=0
export IMPL_yosys_warnings=0
export IMPL_synth_avg_cell_area_sq_um=6.684
export IMPL_port_buffers=128
export IMPL_place_ws_ns=54.77
export IMPL_max_freq_ghz=0.004495
export IMPL_p_leak_nw=32.03
export IMPL_period_minus_slack_ns=222.49
export IMPL_wirelength_um=296300
export IMPL_powerDensity_nw_per_um2=3.179
export IMPL_worstHoldStart="i_dividend[0]"
export IMPL_ctsHoldBuffers=0
export IMPL_drt_iter0_drc=6911
export IMPL_p_int_uw=88.15
export IMPL_hold_viol=0
export IMPL_ys_top_cells_by_area="ha_1, a21oi_1, xnor2_1"
export IMPL_synth_area_sq_um=61470
export IMPL_seqCellArea_sq_um=0
export IMPL_initCoreUtil_pct=40.37
export IMPL_synth_area_leader_cell="ha_1"
export IMPL_cp_end_kind="output port"
export IMPL_dpl_hpwl_um=242100
export IMPL_drv_cap=0
export IMPL_final_layout_size_suffix_gt1_share_pct=5.607
export IMPL_hold_depth=4
export IMPL_slowest_delay_ns=1.02
export IMPL_cpMostUsedCell="buf_4"
==> synth_stat cells, types with 69 or more instances <==
library cell  count
nor2b_1         122
inv_1           440
or3_1            71
and3_1           73
o21a_1          241
nand3_1         224
ha_1            994
nor2_1          845
nor3_1          222
buf_1            80
xnor2_1         451
a21boi_0         69
o211ai_1         87
a31oi_1         160
clkbuf_1        132
a21oi_1         894
mux2_2           91
o21bai_1         99
o21ai_0         613
nand2_1         985
nand4_1         158
a21o_1          450
and2_1           79
a211oi_1        118
o31ai_1          88
xor2_1          288
nand2b_1        123
==> metal layers <==
metal / up-vias / part of all wire, % / routed length, um / track usage, %
met2: 3212 / 44 / 130900 / 59.00
li1: 34590 / - / - / -
met4: 4 / 6.4 / 18830 / 19.16
met3: 678 / 7.5 / 22120 / 4.875
met5: - / 0.0078 / 23 / 0
met1: 34210 / 42 / 124400 / 49.24
==> worst max path at each step <==
stage / start / end / slack (ns) / cells past startpoint
6_report: i_divisor[2] / o_remainder[29] / 51.51 / 391
5_1_grt: i_divisor[2] / o_remainder[29] / 45.97 / 391
4_1_cts: i_divisor[2] / o_remainder[18] / 54.31 / 390
==> critical path, delay by kind of cell <==
| family | cells | cell delay [ns] |
|---|---|---|
| and+or+nand+nor | 117 | 28.40 |
| xor gates and xnor gates | 1 | 0.31 |
| muxes | 2 | 0.88 |
| adders and majority gates | 31 | 11.42 |
| buffers and inverters | 76 | 21.77 |
| AOI/OAI and AO/OA | 164 | 49.46 |
==> logic make-up (layout without fill, tap and decap cells) <==
family / count (synthesis) / in the layout / synth area share [%]
AND-OR/OR-AND: 3427 / 3427 / 36.99
AND/OR/NAND/NOR: 3150 / 3150 / 24.14
adder cells (fa/ha/maj): 1025 / 1025 / 21.24
XOR/XNOR: 739 / 739 / 10.53
buffers and inverters: 703 / 764 / 4.425
multiplexers: 152 / 152 / 2.669
other: 0 / 5 / 0
==> area by class of cell <==
class / instances / area (sq um)
well taps: 2030 / 2540
fillers: 15870 / 86510
repair buffers: 313 / 2673
multi-input cells: 8493 / 58840
inverters: 451 / 1693
diodes: 5 / 12.51
==> stage by stage <==
| step | power, mW | std cells | area [sq um] | util [%] | hold slack, ns |
|---|---|---|---|---|---|
| floorplan | 0.1341 | 9196 | 61470 | - | 109.68 |
| global placement | 0.2062 | 11290 | 65730 | 43.17 | 110.57 |
| detailed placement | 0.2048 | 11290 | 65740 | 43.18 | 110.58 |
| CTS | 0.2064 | 11290 | 65740 | 43.18 | 110.58 |
| global route | 0.2262 | 11290 | 65750 | 43.18 | 110.64 |
| finish | 0.2091 | 11290 | 65760 | 43.19 | 110.57 |
==> layout by cell type, fill, tap and decap left out, types with 184 or more instances in the layout <==
cell	instances
buf_4	184
ha_1	994
inv_1	409
xnor2_1	451
nand3_1	224
a21oi_1	894
o21a_1	240
a21o_1	450
nor2_1	842
xor2_1	288
o21ai_0	613
nor3_1	222
nand2_1	985
Power figures rest on the tool's default switching activity, not on a simulated workload.
