==> flow/design.v <==
`timescale 1ns / 1ps
module gp1 (
    input  wire a,
    b,
    output wire g,
    p
);
  assign g = a & b;
  assign p = a | b;
endmodule
module gp4 (
    input wire [3:0] gin,
    pin,
    input wire cin,
    output wire gout,
    pout,
    output wire [2:0] cout
);
  assign cout[0] = gin[0] | (pin[0] & cin);
  assign cout[1] = gin[1] | (pin[1] & (gin[0] | (pin[0] & cin)));
  assign cout[2] = gin[2] | (pin[2] & (gin[1] | (pin[1] & (gin[0] | (pin[0] & cin)))));
  assign gout = gin[3] | (pin[3] & gin[2]) | (pin[3] & pin[2] & gin[1]) | (pin[3] & pin[2] & pin[1] & gin[0]);
  assign pout = pin[0] & pin[1] & pin[2] & pin[3];
endmodule
module gp8 (
    input wire [7:0] gin,
    pin,
    input wire cin,
    output wire gout,
    pout,
    output wire [6:0] cout
);
  assign cout[0] = gin[0] | (pin[0] & cin);
  assign cout[1] = gin[1] | (pin[1] & (gin[0] | (pin[0] & cin)));
  assign cout[2] = gin[2] | (pin[2] & (gin[1] | (pin[1] & (gin[0] | (pin[0] & cin)))));
  assign cout[3] = gin[3] | (pin[3] & (gin[2] | (pin[2] & (gin[1] | (pin[1] & (gin[0] | (pin[0] & cin)))))));
  assign cout[4] = gin[4] | (pin[4] & (gin[3] | (pin[3] & (gin[2] | (pin[2] & (gin[1] | (pin[1] & (gin[0] | (pin[0] & cin)))))))));
  assign cout[5] = gin[5] | (pin[5] & (gin[4] | (pin[4] & (gin[3] | (pin[3] & (gin[2] | (pin[2] & (gin[1] | (pin[1] & (gin[0] | (pin[0] & cin)))))))))));
  assign cout[6] = gin[6] | (pin[6] & (gin[5] | (pin[5] & (gin[4] | (pin[4] & (gin[3] | (pin[3] & (gin[2] | (pin[2] & (gin[1] | (pin[1] & (gin[0] | (pin[0] & cin)))))))))))));
  assign gout = gin[7] | (pin[7] & gin[6]) | (pin[7] & pin[6] & gin[5]) | (pin[7] & pin[6] & pin[5] & gin[4]) | (pin[7] & pin[6] & pin[5] & pin[4] & gin[3]) | (pin[7] & pin[6] & pin[5] & pin[4] & gin[3]) | (pin[7] & pin[6] & pin[5] & pin[4] & gin[3]) | (pin[7] & pin[6] & pin[5] & pin[4] & pin[3] & gin[2]) | (pin[7] & pin[6] & pin[5] & pin[4] & pin[3] & pin[2] & gin[1]) | (pin[7] & pin[6] & pin[5] & pin[4] & pin[3] & pin[2] & pin[1] & gin[0]);
  assign pout = pin[0] & pin[1] & pin[2] & pin[3] & pin[4] & pin[5] & pin[6] & pin[7];
endmodule
module cla (
    input  wire [31:0] a,
    b,
    input  wire        cin,
    output wire [31:0] sum
);
  wire [31:0] g, p;
  wire [3:0] gout, pout;
  wire [7:0] gin[3:0], pin[3:0];
  wire [6:0] cout[3:0];
  wire [3:0] next_cin;
  genvar i;
  for (i = 0; i < 32; i++) begin : gp1_bits
    gp1 gp_bit (
        .a(a[i]),
        .b(b[i]),
        .g(g[i]),
        .p(p[i])
    );
  end
  for (i = 0; i < 4; i++) begin
    assign gin[i] = g[i*8+:8];
    assign pin[i] = p[i*8+:8];
  end
  assign next_cin[0] = cin;
  wire [6:0] temp_cout0;
  gp8 gp_block0 (
      .gin (gin[0]),
      .pin (pin[0]),
      .cin (next_cin[0]),
      .gout(gout[0]),
      .pout(pout[0]),
      .cout(temp_cout0)
  );
  assign cout[0] = temp_cout0;
  wire next_cin1 = gout[0] | (pout[0] & cin);
  wire [6:0] temp_cout1;
  gp8 gp_block1 (
      .gin (gin[1]),
      .pin (pin[1]),
      .cin (next_cin1),
      .gout(gout[1]),
      .pout(pout[1]),
      .cout(temp_cout1)
  );
  assign cout[1] = temp_cout1;
  wire next_cin2 = gout[1] | (pout[1] & next_cin1);
  wire [6:0] temp_cout2;
  gp8 gp_block2 (
      .gin (gin[2]),
      .pin (pin[2]),
      .cin (next_cin2),
      .gout(gout[2]),
      .pout(pout[2]),
      .cout(temp_cout2)
  );
  assign cout[2] = temp_cout2;
  wire next_cin3 = gout[2] | (pout[2] & next_cin2);
  wire [6:0] temp_cout3;
  gp8 gp_block3 (
      .gin (gin[3]),
      .pin (pin[3]),
      .cin (next_cin3),
      .gout(gout[3]),
      .pout(pout[3]),
      .cout(temp_cout3)
  );
  assign cout[3] = temp_cout3;
  generate
    for (i = 0; i < 32; i++) begin : sums
      if (i % 8 == 0) begin : sum_assign
        assign sum[i] = a[i] ^ b[i] ^ (i == 0 ? cin : (i == 8 ? next_cin1 : (i == 16 ? next_cin2 : next_cin3)));
      end else begin : sum_assign_else
        assign sum[i] = a[i] ^ b[i] ^ cout[i/8][i%8-1];
      end
    end
  endgenerate
endmodule
==> flow/run.sh <==
#!/bin/bash
# OpenROAD 26Q1-2900-gdf79404cd8, Yosys 0.63+post, stock flow scripts
make -C /OpenROAD-flow-scripts/flow DESIGN_CONFIG=/design/flow/config.mk WORK_HOME=/design/flow/orfs finish
==> flow/config.mk <==
export PLATFORM = sky130hd
export DESIGN_NAME = cla
export DESIGN_NICKNAME = cla
export VERILOG_FILES = /design/flow/design.v
export SDC_FILE = /design/flow/constraint.sdc
export NUM_CORES = 4
export LEC_CHECK = 1
export CORE_AREA = 10 10 94 94
export DIE_AREA = 0 0 104 104
==> flow/constraint.sdc <==
current_design cla

set clk_period 6.0
set clk_io_pct 0.2

create_clock -name clk0 -period $clk_period

set non_clock_inputs [all_inputs -no_clocks]
set_input_delay [expr $clk_period * $clk_io_pct] -clock clk0 $non_clock_inputs
set_output_delay [expr $clk_period * $clk_io_pct] -clock clk0 [all_outputs]
==> results.toml <==
# synthesis and place-and-route metrics
[status]
status = "finished with violations"
violations = "setup timing"

[critical_path]
critPathLaunchType = "input port"
crit_path_cell_trace = "dlygate4sd2_1 -> ha_2 -> nor2b_1 -> o21ai_1 -> a21oi_1 -> o41ai_2 -> buf_4 -> o311ai_4 -> fa_2 -> fa_2 -> fa_2 -> fa_2 -> fa_2 -> fa_2 -> inv_2 -> fa_1 -> xor2_1 -> xnor2_1 -> dlygate4sd2_1"
crit_path_frequent_cell = "fa_2"
worstSetupPathType = "in -> out"
worstPathMaxFanout = 2
cp_slowest_cell = "fa_2"
endpoint_kind = "primary output"
slowest_delay_ns = 0.35
critPathLaunch = "b[16]"
cp.arrival_ns = 5.21
crit_required_ns = 4.80

[cells_and_area]
final_util_pct = 52.5
nFillCells = 597
syn2layout_area_growth_pct = 107
drive_gt1_share_pct = 62.0
clkbuf_count = 0
layout_top_cell = "buf_4"
final_layout_top_logic_cells = "buf_4, inv_1, clkdlybuf4s50_1"
ff_count = 0
final_cell_count_no_fill = 442
register_area_um2 = 0

[power_and_ir_drop]
p_per_area_nw_per_um2 = 76.7
ir_drop_mv = 0.0354
power.total_uw = 275
p_leak_uw = 0.00172

[synthesis]
yosysCellCount = 187
netlist_instances = 187
syn_area_per_cell_um2 = 9.27
synth_area_um2 = 1730
ys_warn_count = 1
synth_top_cell_by_area = "ha_1"
seq_area_frac_synth_pct = 0
synthDistinctLibCells = 24
ys_chip_area_um2 = 1730
top_cell_area_share_pct = 34.7
top_cells_by_area = "ha_1, fa_1, inv_1"

[timing]
relSlewSlack_pct = 80.8
period_needed_ns = 6.41
holdWs_ns = 2.75
layout_setup_ws_ns = -0.407
report.final.slew_viol_count = 0
setup_viol = 4
fmax_mhz = 156
rsz0062_at_grt = "true"
finalClockPeriodUsage_pct = 107
worst_pin_slew_ns = 0.285
final_hold_viol_count = 0

[floorplanning]
die_x_um = 104
io_pins = 97
die_h_um = 104
fp_util_pct = 25.4
chip_area_um2 = 10800
placementRows = 30
core_area_um2 = 6830

[detailed_routing]
wire_per_inst_um = 11.5
dr.pass1.iters = 4
postRouteAntennaNets = 0
drcViolationCount = 0
finalWirelength_mm = 5.08
drtIter0Drc = 11
vias = 1720
via_per_inst = 3.89

[placement]
hpwl_mm = 4.31
dp_cells = 420
io_buffers = 97
pre_cts_ws_ns = -1.21
gp_congestion = 0.719

[grt]
grt_max_degree = 4
grt_pass1_wl_mm = 8.88
antenna_found_initial = 1
grt_pass1_vias = 1996
grt_overflow_total = 0
grt.total_usage_pct = 9.52

[flow_run]
warning_count = 79
drv_cap = 0

[min_path]
min_from = "b[6]"
hp-class = "in -> out"

[cts]
cts_hold_buf = 0
cell families (layout without fill, tap and decap cells):
group           count (synthesis)  in the layout  share of synthesized area, %
fa+ha+maj                      76             76                          67.0
buf+inv                        66            224                          14.3
simple gates                   22             22                          7.37
compound gates                 18             18                          8.81
xor+xnor                        5              5                          2.53
other cells                     0              1                             0
path summary, 6_finish.rpt:
check | slack (ns) | cells past startpoint | end
min | 2.75 | 3 | sum[6]
max | -0.41 | 19 | sum[31]
what timing repair did:
| item | 4_1_cts | 5_1_grt |
|---|---|---|
| endpoints found under the setup margin | 15 | 14 |
| resized | 300 | 39 |
| cloned | 0 | 0 |
| pin swaps | 48 | 14 |
| buffers inserted | 25 | 2 |
metrics by stage:
stage          cell area, µm²  TNS (ns)
6_report                 3590     -1.10
5_1_grt                  3590     -2.03
4_1_cts                  3520     -1.23
3_5_place_dp             3130     -9.50
3_3_place_gp             3130     -9.30
2_1_floorplan            1740         0
area by class of cell:
class / count / area (µm²) / area share, %
Timing Repair Buffer: 158 / 1310 / 36.6
Inverter: 66 / 263 / 7.32
Antenna cell: 1 / 2.50 / 0.0697
Multi-Input combinational cell: 121 / 1890 / 52.7
Tap cell: 96 / 120 / 3.35
power by group:
| group | switching (µW) | internal, µW | total [µW] |
|---|---|---|---|
| logic | 100 | 175 | 275 |
| registers | 0 | 0 | 0 |
| clock network | 0 | 0.0000223 | 0.0000223 |
cell usage after synthesis, drive strengths merged:
master	number
xor2	4
nor2b	5
inv	66
nor2	5
o311ai	1
nand2	3
nand2b	1
ha	48
xnor2	1
and3b	1
a221o	1
a211oi	1
fa	28
nor3	4
a21oi	7
nor3b	1
o21bai	2
nor4	2
o41ai	1
a2111oi	1
o21ai	4
metal layers:
layer | routed length, µm | vias up | track usage [%]
met1 | 2140 | 792 | 12.0
met5 | 0 | - | 0
met2 | 2280 | 71 | 15.4
met4 | 15 | 0 | 0.298
li1 | - | 855 | -
met3 | 648 | 2 | 4.51
critical path: cells and delay by family:
family / cells / cell delay (ns)
AND/OR/NAND/NOR: 1 / 0.12
buffers and inverters: 4 / 0.68
XOR/XNOR: 2 / 0.32
adder cells (fa/ha/maj): 8 / 2.38
AND-OR/OR-AND: 4 / 0.48
Power is estimated from default activity; no workload was simulated.
